==> design.v <==
`timescale 1ns / 1ps
module LedMatrix
(
  input  clk,
  input  cs,
  input  sclk,
  input  mosi,
  output reg [103:0] columns,
  output reg [15:0] rows
);
reg  [103:0]  pixels [0:15];
reg  [15:0]   spi_shift_register    = 16'd0;
reg  [12:0]   scan_rate_counter     = 13'd0;
reg  [7:0]    intensity             = 8'd0;
reg  [7:0]    column_idx            = 8'd0;
wire [3:0]    active_row            = scan_rate_counter[12:9];
wire [7:0]    pwm_counter           = scan_rate_counter[8:1];
wire [7:0]    address               = spi_shift_register[15:8];
wire [7:0]    data                  = spi_shift_register[7:0];
wire [3:0]    row_idx               = address[3:0];
wire [3:0]    column_byte_idx       = address[7:4];
always@(posedge sclk) begin
  if(!cs) begin
    spi_shift_register = spi_shift_register << 1;
    spi_shift_register[0] = mosi;
  end
end
always@(posedge cs) begin
  if(address == 8'hff) begin
    intensity = data;
  end
  else if( column_byte_idx <= 4'd12 ) begin
    column_idx = 8'd0;
    column_idx[6:3] = column_byte_idx;
    pixels[row_idx][column_idx +: 8] = ~data;
  end
end
always@(posedge clk) begin
  if(pwm_counter <= intensity) begin
    columns = pixels[active_row];
    case (active_row)
      0:  rows = 16'b1111111111111110;
      1:  rows = 16'b1111111111111101;
      2:  rows = 16'b1111111111111011;
      3:  rows = 16'b1111111111110111;
      4:  rows = 16'b1111111111101111;
      5:  rows = 16'b1111111111011111;
      6:  rows = 16'b1111111110111111;
      7:  rows = 16'b1111111101111111;
      8:  rows = 16'b1111111011111111;
      9:  rows = 16'b1111110111111111;
      10: rows = 16'b1111101111111111;
      11: rows = 16'b1111011111111111;
      12: rows = 16'b1110111111111111;
      13: rows = 16'b1101111111111111;
      14: rows = 16'b1011111111111111;
      15: rows = 16'b0111111111111111;
      default: rows = ~(16'd0);
    endcase
  end
  else begin
    columns = ~(104'd0);
    rows = ~(16'd0);
  end
  scan_rate_counter = scan_rate_counter + 13'd1;
end
initial begin
  rows       = ~(16'd0);
  columns    = ~(104'd0);
  pixels[0]  = ~(104'd0);
  pixels[1]  = ~(104'd0);
  pixels[2]  = ~(104'd0);
  pixels[3]  = ~(104'd0);
  pixels[4]  = ~(104'd0);
  pixels[5]  = ~(104'd0);
  pixels[6]  = ~(104'd0);
  pixels[7]  = ~(104'd0);
  pixels[8]  = ~(104'd0);
  pixels[9]  = ~(104'd0);
  pixels[10] = ~(104'd0);
  pixels[11] = ~(104'd0);
  pixels[12] = ~(104'd0);
  pixels[13] = ~(104'd0);
  pixels[14] = ~(104'd0);
  pixels[15] = ~(104'd0);
end
endmodule
module LedMatrix_Test;
reg          clk;
reg          cs;
reg          sclk;
reg          mosi;
wire [103:0] columns;
wire [15:0]  rows;
always #90.909 clk = ~clk;
parameter clk_period = 181.818;
parameter sclk_half_period = 500;  
LedMatrix DUT (.clk(clk), .cs(cs), .sclk(sclk), .mosi(mosi), .columns(columns), .rows(rows));
initial begin
    clk  = 1'b0;
    cs   = 1'b1;
    sclk = 1'b0;
    mosi = 1'b0;
    #(clk_period)
    #(clk_period)
    cs = 1'b0;  
    #(clk_period)
    #(clk_period)
    cs = 1'b1;
    #(clk_period)
    #(clk_period)
    cs = 1'b0;
    #20
    mosi = 1'b1;
    #20
    sclk = 1'b1;  
    #(sclk_half_period)
    sclk = 1'b0;
    #(sclk_half_period)
    sclk = 1'b1;  
    #(sclk_half_period)
    sclk = 1'b0;
    #(sclk_half_period)
    sclk = 1'b1;  
    #(sclk_half_period)
    sclk = 1'b0;
    #(sclk_half_period)
    sclk = 1'b1;  
    #(sclk_half_period)
    sclk = 1'b0;
    #(sclk_half_period)
    sclk = 1'b1;  
    #(sclk_half_period)
    sclk = 1'b0;
    #(sclk_half_period)
    sclk = 1'b1;  
    #(sclk_half_period)
    sclk = 1'b0;
    #(sclk_half_period)
    sclk = 1'b1;  
    #(sclk_half_period)
    sclk = 1'b0;
    #(sclk_half_period)
    sclk = 1'b1;  
    #(sclk_half_period)
    sclk = 1'b0;
    #(sclk_half_period)
    sclk = 1'b1;  
    #(sclk_half_period)
    sclk = 1'b0;
    #(sclk_half_period)
    sclk = 1'b1;  
    #(sclk_half_period)
    sclk = 1'b0;
    #(sclk_half_period)
    sclk = 1'b1;  
    #(sclk_half_period)
    sclk = 1'b0;
    #(sclk_half_period)
    sclk = 1'b1;  
    #(sclk_half_period)
    sclk = 1'b0;
    #(sclk_half_period)
    sclk = 1'b1;  
    #(sclk_half_period)
    sclk = 1'b0;
    #(sclk_half_period)
    sclk = 1'b1;  
    #(sclk_half_period)
    sclk = 1'b0;
    #(sclk_half_period)
    sclk = 1'b1;  
    #(sclk_half_period)
    sclk = 1'b0;
    #(sclk_half_period)
    sclk = 1'b1;  
    #(sclk_half_period)
    sclk = 1'b0;
    #20
    mosi = 1'b0;
    cs   = 1'b1;
    #(clk_period)
    #(clk_period)
    cs = 1'b0;
    #20
    mosi = 1'b0;
    #20
    sclk = 1'b1;  
    #(sclk_half_period)
    sclk = 1'b0;
    #(sclk_half_period)
    sclk = 1'b1;  
    #(sclk_half_period)
    sclk = 1'b0;
    #(sclk_half_period)
    sclk = 1'b1;  
    #(sclk_half_period)
    sclk = 1'b0;
    #(sclk_half_period)
    sclk = 1'b1;  
    #(sclk_half_period)
    sclk = 1'b0;
    #(sclk_half_period)
    sclk = 1'b1;  
    #(sclk_half_period)
    sclk = 1'b0;
    #(sclk_half_period)
    sclk = 1'b1;  
    #(sclk_half_period)
    sclk = 1'b0;
    #(sclk_half_period)
    sclk = 1'b1;  
    #(sclk_half_period)
    sclk = 1'b0;
    #(sclk_half_period)
    sclk = 1'b1;  
    #(sclk_half_period)
    sclk = 1'b0;
    #25
    mosi = 1'b1;
    #25
    sclk = 1'b1;  
    #(sclk_half_period)
    sclk = 1'b0;
    mosi = 1'b0;
    #(sclk_half_period)
    sclk = 1'b1;  
    #(sclk_half_period)
    sclk = 1'b0;
    #(sclk_half_period)
    sclk = 1'b1;  
    #(sclk_half_period)
    sclk = 1'b0;
    #(sclk_half_period)
    sclk = 1'b1;  
    #(sclk_half_period)
    sclk = 1'b0;
    #(sclk_half_period)
    sclk = 1'b1;  
    #(sclk_half_period)
    sclk = 1'b0;
    #(sclk_half_period)
    sclk = 1'b1;  
    #(sclk_half_period)
    sclk = 1'b0;
    #(sclk_half_period)
    sclk = 1'b1;  
    #(sclk_half_period)
    sclk = 1'b0;
    #(sclk_half_period)
    sclk = 1'b1;  
    #(sclk_half_period)
    sclk = 1'b0;
    #20
    mosi = 1'b0;
    cs   = 1'b1;
    #10000000;
end
endmodule
==> run.sh <==
#!/bin/bash
# OpenROAD 26Q1-2900-gdf79404cd8, Yosys 0.63+post, stock flow scripts
make -C /OpenROAD-flow-scripts/flow DESIGN_CONFIG=/design/flow/config.mk WORK_HOME=/design/flow/orfs finish
==> config.mk <==
export PLATFORM = sky130hd
export DESIGN_NAME = LedMatrix
export DESIGN_NICKNAME = LedMatrix
export VERILOG_FILES = /design/flow/design.v
export SDC_FILE = /design/flow/constraint.sdc
export NUM_CORES = 4
export LEC_CHECK = 1
export CORE_UTILIZATION = 40
==> constraint.sdc <==
current_design LedMatrix

set clk_period 19.1
set clk_io_pct 0.2

create_clock -name clk0 -period $clk_period [get_ports {clk}]
create_clock -name clk1 -period $clk_period [get_ports {cs}]
create_clock -name clk2 -period $clk_period [get_ports {sclk}]

set non_clock_inputs [all_inputs -no_clocks]
set_input_delay [expr $clk_period * $clk_io_pct] -clock clk0 $non_clock_inputs
set_output_delay [expr $clk_period * $clk_io_pct] -clock clk0 [all_outputs]
==> load_flow_metrics.sql <==
-- physical implementation figures
INSERT INTO impl_metrics (metric_group, metric, value, unit) VALUES
('critical_path', 'cp_slowest_stage_delay', '280', 'ps'),
('drt', 'finalWirelength', '179.7', 'mm'),
('drt', 'post_drt_via_cell_ratio', '5.481', ''),
('power_and_ir_drop', 'sw_frac_of_total', '26.44', '%'),
('floorplan', 'placement_rows', '152', ''),
('critical_path', 'worstSetupEndpointType', 'register', ''),
('global_routing', 'groute.usage.overall', '22.91', '%'),
('clock_tree', 'cts_hold_buf', '0', ''),
('synth', 'yosysWarnings', '1', ''),
('global_routing', 'via_count_of_the_first_global_routing_pass', '38460', ''),
('critical_path', 'r2r-start', 'scan_rate_counter[11]$_DFF_P_', ''),
('final_layout', 'syn2layout_area_growth', '15.82', '%'),
('drt', 'drt-initial-drc-count', '2313', ''),
('sta', 'setup_tns', '0', 'ps'),
('floorplan', 'floorplan.die.height', '417.6', 'um'),
('synth', 'yosys.cell_types.count', '37', ''),
('power_and_ir_drop', 'combinationalPowerShare', '12.8', '%'),
('power_and_ir_drop', 'power.clock.fraction', '35.4', '%'),
('drt', 'ant_nets', '0', ''),
('synth', 'postSynth.topFlopCell', 'edfxtp_1', ''),
('floorplan', 'chip_area', '174400', 'um^2'),
('sta', 'fin_ws', '8736', 'ps'),
('outcome', 'status', 'finished clean', ''),
('synth', 'synth.yosys.num_cells', '3777', ''),
('critical_path', 'cpMostUsedCell', 'clkbuf_16', ''),
('drt', 'avg_wl_per_cell', '27.26', 'um'),
('power_and_ir_drop', 'power.density', '125.0', 'nW/um^2'),
('sta', 'timing.final.setup_violations', '0', ''),
('placed_design', 'gpl.final_weighted_congestion', '0.8767', ''),
('power_and_ir_drop', 'power_frac_seq', '51.8', '%'),
('drt', 'dr_total_vias', '36150', ''),
('sta', 'final-hold-violation-count', '0', ''),
('critical_path', 'wp_data_arrival', '10340', 'ps'),
('worst_hold_path', 'holdCritStartpoint', 'spi_shift_register[1]$_DFFE_PN_', ''),
('sta', 'timing_max_transition_violations_final', '0', ''),
('critical_path', 'worst_setup_path_startpoint', 'cs', ''),
('drt', 'firstDrtPassIters', '7', ''),
('critical_path', 'path_delay_family', 'buffers and inverters', ''),
('critical_path', 'slowest_stage', 'clkbuf_16', ''),
('critical_path', 'worst-setup-path-type', 'clock port to register', ''),
('job', 'max-cap-violations', '0', ''),
('floorplan', 'fp.dieW', '417.6', 'um'),
('placed_design', 'dp_hpwl', '106.9', 'mm'),
('synth', 'topCellsByArea', 'edfxtp_1 (73%), mux4_2 (6.8%), dfxtp_1 (3.9%)', ''),
('final_layout', 'final.fill_count', '14290', ''),
('worst_hold_path', 'holdCritPathClass', 'register to register', ''),
('critical_path', 'crit_chain', 'clkbuf_16 > clkbuf_16 > clkbuf_16 > inv_1', ''),
('synth', 'count_of_flip_flops_with_a_built_in_enable_after_synthesis', '1688', ''),
('synth', 'asyncSetResetFlopFracSynth', '0', '%'),
('global_routing', 'grt_antenna_before_repair', '2', ''),
('sta', 'finClkSkew', '16.12', 'ps'),
('clock_tree', 'clk_transition_reported_paths', '80', 'ps'),
('synth', 'seq_area_frac_synth', '77.23', '%'),
('sta', 'setup_repair_after_global_routing_missed_its_margin', 'false', ''),
('floorplan', 'floorplan.io_pins', '124', ''),
('synth', 'synthesis.area_per_instance', '18.29', 'um^2'),
('global_routing', 'first_pass_grt_wire_length', '260.9', 'mm'),
('floorplan', 'core_util_floorplan', '40.27', '%'),
('synth', 'synth.cell_area', '69080', 'um^2'),
('drt', 'detail_route.drc_violations', '0', ''),
('placed_design', 'place_ws', '8865', 'ps'),
('clock_tree', 'tritoncts', 'built', ''),
('synth', 'instance_count_of_the_mapped_netlist', '3777', ''),
('synth', 'yosysChipArea', '69080', 'um^2'),
('sta', 'slew_headroom', '30.23', '%'),
('global_routing', 'grt-ovfl-total', '0', ''),
('synth', 'largest_area_cell', 'edfxtp_1', ''),
('final_layout', 'fraction_of_final_layout_cells_sized_beyond_drive_strength_1', '19.38', '%'),
('placed_design', 'io_buffer_count', '121', ''),
('critical_path', 'cp_num_buf_inv', '4', ''),
('critical_path', 'cp_max_fo', '16', '');
-- cell type report --
class                   instances  area, um^2  share of cell area [%]
diodes                          2       5.005                0.006255
clock buffers                 232        4943                   6.178
clock inverters               120       973.4                   1.217
inverters                       9       33.78                 0.04222
multi-input cells            1688       14380                   17.97
flip-flops and latches       1821       53370                   66.70
well taps                    2310        2890                   3.612
repair buffers                412        3421                   4.275
-- sequential cells by signal (all words and copies together) (netlist names) --
signal              cells
pixels               1664
columns               104
rows                   16
spi_shift_register     16
scan_rate_counter      13
intensity               8
-- worst register-to-register path: stages, from the launching register on --
cell and delay [ps]:
dfxtp_4 630, buf_4 600, buf_4 640, nand2b_4 560
buf_4 660, o22ai_1 260, nor2_1 180, o311ai_1 230
-- final timing paths --
path,endpoint,slack [ps],cells after the start
max,spi_shift_register[11]$_DFFE_PN_,8740,4
min,intensity[1]$_DFFE_PP_,340,0
max reg2reg,columns[77]$_SDFF_PN1_,15110,7
min reg2reg,intensity[1]$_DFFE_PP_,340,0
max in group clk0,columns[7],13930,1
max in group clk1,pixels[11][11]$_DFFE_PP_,16300,5
min in group clk0,scan_rate_counter[0]$_DFF_P_,420,1
min in group clk2,spi_shift_register[10]$_DFFE_PN_,650,0
-- logic make-up after synthesis --
logic type | synth area share, %
and+or+nand+nor | 3.729
buffers and inverters | 2.108
xor gates and xnor gates | 0.1395
AOI/OAI and AO/OA | 5.243
adders and majority gates | 0.1630
DFF | 77.23
muxes | 11.39
-- per-stage QoR --
| step | hold slack, ps | instances | utilization [%] | cell area (um^2) |
|---|---|---|---|---|
| after global routing | 303.9 | 6592 | 46.64 | 80010 |
| after floorplan | 379.1 | 3777 | - | 69080 |
| after detailed placement | 395.2 | 6241 | 43.19 | 74090 |
| after CTS | 269.8 | 6592 | 46.64 | 80010 |
| final | 335.1 | 6594 | 46.64 | 80010 |
| after global placement | 389.6 | 6241 | 43.19 | 74090 |
-- power by group through the flow --
stage	registers, mW	clock network [mW]	logic (mW)
CTS	5.18	3.62	1.28
global route	5.19	3.77	1.39
finish	5.18	3.54	1.28
-- routing by layer --
layer / vias to the layer above / part of all wire [%] / wire, um / GRT usage, %
met2: 2028 / 47 / 84710 / 33.58
met3: 315 / 15 / 27620 / 16.22
met1: 17930 / 34 / 61020 / 28.25
met5: - / 0.068 / 123 / 0.5557
met4: 4 / 3.5 / 6258 / 6.177
li1: 15870 / - / - / -
-- layout by cell type (no fill, tap or decap), types with 69 or more instances in the layout --
master,netlist,final
o21ai_0,97,82
o311ai_1,70,69
buf_4,22,289
dfxtp_1,133,129
nor2_1,419,419
mux4_2,208,208
o22ai_1,121,120
clkbuf_16,0,191
a21oi_1,84,84
clkdlybuf4s50_1,0,121
a22oi_1,104,104
edfxtp_1,1688,1688
mux2i_1,264,264
-- cells in the mapped netlist, types with 3 or more instances --
library cell,number
a21oi_1,84
a22oi_1,104
and2_1,21
and3_1,13
buf_1,23
buf_2,44
buf_4,22
buf_6,20
buf_8,11
clkbuf_1,131
clkbuf_4,6
dfxtp_1,133
edfxtp_1,1688
ha_1,9
inv_1,10
mux2_2,48
mux2i_1,264
mux4_2,208
nand2_1,36
nand2b_1,4
nand3_1,58
nand4_1,9
nor2_1,419
nor2b_1,22
o211ai_1,17
o21ai_0,97
o221ai_1,50
o22ai_1,121
o311ai_1,70
or2_2,10
or3_1,10
xnor2_1,8
xor2_1,3
No activity file was given, so power comes from the tool's default toggle rates.
